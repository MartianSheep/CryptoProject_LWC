==> flow/design.v <==
module ascon_enc(
	input [127:0] i_data,
	input [127:0] i_n,
	input [127:0] i_k,
	input clk,
	input i_rst,
	input i_start,
	input [15:0] i_a_len,
	input [15:0] i_m_len,
	output reg o_nxt_data,
	output reg o_c,
	output reg [127:0]o_data,
	output reg o_fin
	);
	reg [319:0] data,data_nxt;
	reg [3:0] ctr,ctr_nxt; 
	reg [15:0] b_ctr,b_ctr_nxt;  
	wire [319:0] p_out;
	reg [319:0] p_in;
	reg [7:0] p_c;
	reg [3:0] state, state_nxt;
	reg [127:0] key,key_nxt;
	reg [15:0] a_len,a_len_nxt,m_len,m_len_nxt;
	localparam IV = 64'h80800c0800000000;
	localparam P_A = 12;
	localparam P_B = 8;
	localparam S_IDLE = 0;
	localparam S_INIT = 1;
	localparam S_AD1 = 2;
	localparam S_P1 = 3;
	localparam S_F = 4;
	localparam S_FIN = 5;
	permutation p(p_in,p_out,p_c);
	always @(*) begin
		if((state==S_F)||(state==S_INIT)) begin
			case(ctr)
				1 : p_c = 8'hf0;
				2 : p_c = 8'he1;
				3 : p_c = 8'hd2;
				4 : p_c = 8'hc3;
				5 : p_c = 8'hb4;
				6 : p_c = 8'ha5;
				7 : p_c = 8'h96;
				8 : p_c = 8'h87;
				9 : p_c = 8'h78;
				10: p_c = 8'h69;
				11: p_c = 8'h5a;
				12: p_c = 8'h4b;
				default: p_c = 0;
			endcase
		end
		else begin
			case(ctr)
				1 : p_c = 8'hb4;
				2 : p_c = 8'ha5;
				3 : p_c = 8'h96;
				4 : p_c = 8'h87;
				5 : p_c = 8'h78;
				6 : p_c = 8'h69;
				7 : p_c = 8'h5a;
				8 : p_c = 8'h4b;
				default: p_c = 0;
			endcase
		end
	end
	always @(*) begin
		state_nxt = state;
		data_nxt = data;
		ctr_nxt = ctr;
		b_ctr_nxt = b_ctr;
		key_nxt = key;
		a_len_nxt = a_len;
		m_len_nxt = m_len;
		o_nxt_data = 0;
		o_data = 0;
		o_c = 0;
		o_fin = 0;
		p_in = 0;
		case(state)
			S_IDLE: begin
				if(i_start) begin
					state_nxt = S_INIT;
					data_nxt = {IV,i_k,i_n};
					ctr_nxt = 1;
					key_nxt = i_k;
					a_len_nxt = i_a_len;
					m_len_nxt = i_m_len;
				end
			end
			S_INIT: begin
				if(ctr<P_A) begin
					p_in = data;
					data_nxt = p_out; 
					ctr_nxt = ctr + 1;
				end
				else begin
					p_in = data;
					data_nxt = p_out ^ {192'd0,key};
					state_nxt = S_AD1;
					ctr_nxt = 1;
					b_ctr_nxt = 1;
					o_nxt_data = 1;
				end
			end
			S_AD1: begin
				if(ctr<P_B) begin
					p_in = (ctr==1)? {data[319:192]^i_data,data[191:0]}:data;
					data_nxt = p_out; 
					ctr_nxt = ctr + 1;
				end
				else begin
					p_in = data;
					ctr_nxt = 1;
					o_nxt_data = 1;
					if(b_ctr==a_len) begin
						data_nxt = p_out ^ 320'd1;
						b_ctr_nxt = 1;
						state_nxt = S_P1;
					end 
					else begin
						data_nxt = p_out;
						b_ctr_nxt = b_ctr + 1;
					end
				end
			end
			S_P1: begin
				if(ctr<P_B) begin
					o_data = (ctr==1)? data[319:192]^i_data:0;
					o_c = (ctr==1)? 1:0;
					p_in = (ctr==1)? {data[319:192]^i_data,data[191:0]}:data;
					data_nxt = p_out; 
					ctr_nxt = ctr + 1;
				end
				else begin
					p_in = data;
					if(b_ctr==m_len) begin
						o_c = 1;
						o_data = data[319:192]^i_data;
						data_nxt = {data[319:192]^i_data,data[191:0]};
						b_ctr_nxt = 0;
						ctr_nxt = 1;
						state_nxt = S_F;
					end
					else if(b_ctr==m_len-1) begin
						data_nxt = p_out;
						b_ctr_nxt = b_ctr + 1;
						o_nxt_data = 1;
					end 
					else begin
						data_nxt = p_out;
						b_ctr_nxt = b_ctr + 1;
						ctr_nxt = 1;
						o_nxt_data = 1;
					end
				end
			end
			S_F: begin
				if(ctr<P_A) begin
					p_in = (ctr==1)? data^{128'd0,key,64'd0}:data;
					data_nxt = p_out; 
					ctr_nxt = ctr + 1;
				end
				else begin
					p_in = data;
					data_nxt = p_out^{192'd0,key};
					state_nxt = S_FIN;
					ctr_nxt = 0;
				end
			end
			S_FIN: begin
				o_data = data[127:0];
				o_fin = 1;
				state_nxt = S_IDLE;
			end
		endcase
	end
	always @(posedge clk or negedge i_rst) begin
		if(~i_rst) begin
			state <= S_IDLE;
			data <= 320'd0;
			ctr <= 0; 
			b_ctr <= 0; 
			key <= 0;
			a_len <= 0;
			m_len <= 0;
		end 
		else begin
			state <= state_nxt;
			data <= data_nxt;
			ctr <= ctr_nxt;
			b_ctr <= b_ctr_nxt; 
			key <= key_nxt;
			a_len <= a_len_nxt;
			m_len <= m_len_nxt;
		end
	end
endmodule
module permutation(in,out,round_c);  
	input [319:0] in;
	input [7:0] round_c;
	output [319:0] out;
	reg [63:0] x  [0:4];
	reg [63:0] x1 [0:4];
	reg [63:0] x2 [0:4];
	reg [63:0] x3 [0:4];
	reg [63:0] x4 [0:4];
	integer i; 
	assign out = {x4[0],x4[1],x4[2],x4[3],x4[4]};
	always@(*) begin
		x[0] = in[319:256];
		x[1] = in[255:192];
		x[2] = in[191:128]^{56'b0,round_c};
		x[3] = in[127:64];
		x[4] = in[63:0];
		x1[0] = x[0] ^ x[4];
		x1[1] = x[1];
		x1[2] = x[2] ^ x[1];
		x1[3] = x[3];
		x1[4] = x[4] ^ x[3];
		x2[0] = x1[0] ^ (~x1[1]&x1[2]);
		x2[1] = x1[1] ^ (~x1[2]&x1[3]);
		x2[2] = x1[2] ^ (~x1[3]&x1[4]);
		x2[3] = x1[3] ^ (~x1[4]&x1[0]);
		x2[4] = x1[4] ^ (~x1[0]&x1[1]);
		x3[0] = x2[0] ^ x2[4];
		x3[1] = x2[1] ^ x2[0];
		x3[2] = ~x2[2];
		x3[3] = x2[3] ^ x2[2];
		x3[4] = x2[4];
		x4[0] = x3[0] ^ {x3[0][18:0],x3[0][63:19]} ^ {x3[0][27:0],x3[0][63:28]};
		x4[1] = x3[1] ^ {x3[1][60:0],x3[1][63:61]} ^ {x3[1][38:0],x3[1][63:39]};
		x4[2] = x3[2] ^ {x3[2][ 1:0],x3[2][63: 1]} ^ {x3[2][ 5:0],x3[2][63: 6]};
		x4[3] = x3[3] ^ {x3[3][ 9:0],x3[3][63:10]} ^ {x3[3][16:0],x3[3][63:17]};
		x4[4] = x3[4] ^ {x3[4][ 6:0],x3[4][63: 7]} ^ {x3[4][40:0],x3[4][63:41]};
	end
endmodule
==> flow/run.sh <==
#!/bin/bash
# OpenROAD 26Q1-2900-gdf79404cd8, Yosys 0.63+post, stock flow scripts
make -C /OpenROAD-flow-scripts/flow DESIGN_CONFIG=/design/flow/config.mk WORK_HOME=/design/flow/orfs finish
==> flow/config.mk <==
export PLATFORM = sky130hd
export DESIGN_NAME = ascon_enc
export DESIGN_NICKNAME = ascon_enc
export VERILOG_FILES = /design/flow/design.v
export SDC_FILE = /design/flow/constraint.sdc
export NUM_CORES = 4
export LEC_CHECK = 1
export CORE_UTILIZATION = 50
==> flow/constraint.sdc <==
current_design ascon_enc

set clk_period 55.9
set clk_io_pct 0.2

create_clock -name clk0 -period $clk_period [get_ports {clk}]

set non_clock_inputs [all_inputs -no_clocks]
set_input_delay [expr $clk_period * $clk_io_pct] -clock clk0 $non_clock_inputs
set_output_delay [expr $clk_period * $clk_io_pct] -clock clk0 [all_outputs]
==> summary.rpt <==
============================================================================================
Result of the run                                                               complete, no violations
Most frequent cell on the critical path                                         clkdlybuf4s50_1
Largest stage delay on the critical path                                             0.58 ns
WHS Path Cells                                                                             2
Setup CP Type                                                                      in -> out
Setup violations, final                                                                    0
Final antenna-violating net count                                                          0
I/O pin count                                                                            550
Number of gates given a new drive strength after cts                                       0
Hold crit path type                                                               reg -> reg
Max Transition Viols Final                                                                 0
# clock sinks                                                                            506
Final worst-path cycle share                                                           0.433
Total wire length after detailed routing                                           371000 um
AND-OR/OR-AND Cells, Area Fraction                                                     0.189
Multiplexer share of the synthesized area                                             0.0530
Yosys warning tally                                                                        7
Area growth from synthesis to layout                                                   18.9%
Unique masters post-synth                                                                 93
Horizontal die size                                                                   340 um
Dominant synthesized flop cell                                                       dfrtp_1
Core ar.                                                                         113000 um^2
Worst-case headroom to the max-slew limit                                             0.0864
IO Port Bufs                                                                             549
Worst r2r src                                                                   ctr[0]$_DFFE_PN0P_
Time the final worst path needs with I/O delays and setup                           24.23 ns
Worst skew pair latency                                                              0.69 ns
GRT Total Usage                                                                        0.647
Maximum clock rate                                                                0.0413 GHz
Total number of placement rows                                                           123
Post-synthesis adder-cell area fraction                                               0.0402
CP max-delay cell                                                               clkdlybuf4s50_1
Cell count after synthesis                                                              7164
Critical Path, Cell by Cell                                                     clkdlybuf4s50_1, xnor2_1, o21ai_0, clkdlybuf4s50_1
FF-to-FF setup slack                                                                49.11 ns
Wire length of the first global-routing pass                                       490000 um
DRC Markers                                                                                0
Number of buffers on the longest clock path                                                3
Sequential cell area fraction in the yosys report                                      0.222
Logic family by area                                                            XOR/XNOR gates
Antenna violations before repair                                                          43
Highest fanout seen on the critical path                                                   4
Detailed-router iteration count before antenna repair                                      9
Die H                                                                                 340 um
Max capacitance violation total                                                            0
Nature of the critical path startpoint                                          primary input
XOR/XNOR share of the synthesized area                                                 0.224
Number of global-route vias before repair                                              57020
CTS H-Tree Depth                                                                           3
Routed wirelength normalized by instance count                                       40.5 um
Initial drt markers                                                                    10780
Setup repair after global routing missed its margin                                       no
Basic-gate share of the synthesized area counting and, or, nand and nor cells          0.221
Number of vias after detailed routing                                                  64271
Smallest hold slack                                                                 0.517 ns
Number of OpenROAD warnings                                                               46
Worst Hold Endpoint                                                             a_len[1]$_DFFE_PN0P_
Total clock buffers created by CTS                                                        68
Fin Clk Skew                                                                       0.0331 ns
TritonCTS clock tree                                                                     yes
Detailed-placement wirelength estimate                                             287000 um
Final core area utilization                                                            0.601
Pin count of the biggest net entering global routing                                     130
Floorplan-stage core utilization                                                       0.506
Crit end category                                                               primary output
Synth async-reset ratio                                                                 1.00
Final total negative setup slack                                                        0 ns
Number of standard cells reported by yosys                                              7164
Data arrival at the endpoint of the critical path                                   13.05 ns
Reg clk slew, reported paths                                                         0.06 ns
Syn Std Cell Area                                                                 57000 um^2
Length in cells of the worst reg-to-reg path                                              14
Yosys reg bits                                                                           506
RePlAce Congestion                                                                      1.23
Startpoint of the tightest hold check path                                      a_len[1]$_DFFE_PN0P_
Crit Reg-Reg Endpoint                                                           data[311]$_DFFE_PN0P_
Detailed-route vias per instance                                                        7.01
Tally of filler cells in the layout                                                     9573
Hold-fix buffers, CTS                                                                      0
Share of final-layout standard cells stronger than drive strength 1                    0.130
Sum of overflow across all layers after global routing                                     0
Clock Tree Root                                                                    clkbuf_16
Transition time at the pin with the least slew margin                                1.36 ns
Yosys synthesis chip area                                                         57000 um^2
Final hold violation count                                                                 0
Total Die Area                                                                   115000 um^2
Mean instance size in the synthesized netlist                                      7.95 um^2
Setup Fix Bufs, Post-CTS                                                                   0
Number of enable flip-flop cells                                                           0
Data required, critical path                                                        44.72 ns
============================================================================================
[sequential cells by signal, summed over array words and instances (netlist names)]
signal	count
ctr	4
key	128
state	6
a_len	16
b_ctr	16
data	320
m_len	16
[how the worst max path moves through the flow]
stage	from	slack (ns)	endpoint
global route	i_data[86]	31.74	o_data[86]
CTS	i_data[102]	31.75	o_data[102]
finish	i_data[102]	31.67	o_data[102]
[cell usage after synthesis, types with 27 or more instances]
cell,number,area share
o22ai_1,43,0.0047
mux2_2,143,0.028
nand2b_1,29,0.0032
nor4b_1,82,0.013
mux2i_1,108,0.019
a22oi_1,89,0.012
and2_1,63,0.0069
a211oi_2,42,0.0092
ha_1,136,0.030
nor3b_1,108,0.014
nand4b_1,35,0.0054
a21oi_1,467,0.041
o211ai_1,73,0.0096
or3b_2,57,0.0088
xor2_1,351,0.054
clkbuf_1,407,0.027
dfrtp_1,505,0.22
nor2_1,368,0.024
maj3_2,30,0.0059
xnor2_1,887,0.14
o21ai_0,582,0.051
a21o_1,27,0.0036
buf_1,80,0.0053
and4bb_2,37,0.0081
nand3_1,69,0.0061
a31oi_1,66,0.0072
nor2b_1,55,0.0060
nand2_1,1175,0.077
buf_2,82,0.0072
or4_1,38,0.0050
and3_1,42,0.0046
a211oi_1,61,0.0080
xnor2_2,58,0.017
nor4bb_1,48,0.0084
o21ai_1,70,0.0062
inv_1,101,0.0067
o221ai_1,67,0.010
nor3_1,78,0.0069
xnor3_1,32,0.013
mux2_1,29,0.0057
[cell usage in the layout (no fill, tap or decap), types with 73 or more instances in the layout]
cell type / n
nor3_1: 78
mux2_2: 143
ha_1: 135
dfrtp_1: 498
o211ai_1: 73
nor2_1: 361
xor2_1: 350
clkdlybuf4s50_1: 548
nand2_1: 1170
o21ai_0: 580
mux2i_1: 108
nor3b_1: 108
a21oi_1: 466
buf_4: 371
xnor2_2: 73
inv_1: 101
a22oi_1: 89
nor4b_1: 82
xnor2_1: 872
[per-layer routing]
metal / vias up / share of wire / track usage
li1: 25937 / - / -
met1: 30462 / 0.33 / 0.745
met2: 6182 / 0.35 / 0.756
met3: 1622 / 0.21 / 0.504
met4: 68 / 0.11 / 0.501
met5: - / 0.0080 / 0.248
[logic make-up after synthesis]
family,Yosys count
AND-OR/OR-AND,1741
XOR/XNOR,1338
adder cells (fa/ha/maj),191
buffers and inverters,701
flip-flops,506
multiplexers,280
AND/OR/NAND/NOR,2407
[worst max-delay path: cells and delay by family]
family / cells / cell delay [ns]
buffers and inverters: 2 / 1.07
AOI/OAI and AO/OA: 1 / 0.56
xor gates and xnor gates: 1 / 0.23
[through the flow]
step / setup slack, ns / cells / instance area [um^2]
final: 31.67 / 9172 / 67700
after global routing: 31.74 / 9152 / 67700
after CTS: 31.75 / 9114 / 67600
after detailed placement: 31.77 / 8993 / 65100
after global placement: 31.77 / 8993 / 65100
after floorplan: 33.36 / 7164 / 57000
[cell type report]
cell class                 count  area, um^2  share of cell area
multi-input combinational   5957       41700               0.616
tap                         1500        1880              0.0277
timing repair buffer         928        8450               0.125
clock inverter                35         538             0.00795
inverter                     102         385             0.00569
antenna                       58         145             0.00214
clock buffer                  86        1900              0.0281
sequential                   506       12700               0.187
